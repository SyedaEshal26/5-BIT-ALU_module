File: flow/design.v
module alu_add (
    input [4:0] operand_a,    
    input [4:0] operand_b,    
    output [4:0] result,      
    output carry_out          
);
    wire [4:0] carry;
    full_adder fa0 (
        .a(operand_a[0]),     
        .b(operand_b[0]),     
        .cin(1'b0),           
        .sum(result[0]),      
        .cout(carry[0])       
    );
    full_adder fa1 (
        .a(operand_a[1]),     
        .b(operand_b[1]),     
        .cin(carry[0]),       
        .sum(result[1]),      
        .cout(carry[1])       
    );
    full_adder fa2 (
        .a(operand_a[2]),     
        .b(operand_b[2]),     
        .cin(carry[1]),       
        .sum(result[2]),      
        .cout(carry[2])       
    );
    full_adder fa3 (
        .a(operand_a[3]),     
        .b(operand_b[3]),     
        .cin(carry[2]),       
        .sum(result[3]),      
        .cout(carry[3])       
    );
    full_adder fa4 (
        .a(operand_a[4]),     
        .b(operand_b[4]),     
        .cin(carry[3]),       
        .sum(result[4]),      
        .cout(carry_out)      
    );
endmodule
module full_adder (
    input a,        
    input b,        
    input cin,      
    output sum,     
    output cout     
);
    assign {cout, sum} = a + b + cin;
endmodule
module alu_mult (
    input [4:0] operand_a,     
    input [4:0] operand_b,     
    output [9:0] result        
);
    reg [9:0] temp_result;     
    integer i;                 
    always @(*) begin
        temp_result = 10'b0;    
        for (i = 0; i < 5; i = i + 1) begin
            if (operand_b[i])
                temp_result = temp_result + (operand_a << i);
        end
    end
    assign result = temp_result;
endmodule
module alu_sub (
    input [4:0] operand_a,
    input [4:0] operand_b,
    output [4:0] result,
    output borrow_out
);
    wire [4:0] borrow;
    full_subtractor fs0 (
        .a(operand_a[0]),
        .b(operand_b[0]),
        .bin(1'b0),
        .diff(result[0]),
        .bout(borrow[0])
    );
    full_subtractor fs1 (
        .a(operand_a[1]),
        .b(operand_b[1]),
        .bin(borrow[0]),
        .diff(result[1]),
        .bout(borrow[1])
    );
    full_subtractor fs2 (
        .a(operand_a[2]),
        .b(operand_b[2]),
        .bin(borrow[1]),
        .diff(result[2]),
        .bout(borrow[2])
    );
    full_subtractor fs3 (
        .a(operand_a[3]),
        .b(operand_b[3]),
        .bin(borrow[2]),
        .diff(result[3]),
        .bout(borrow[3])
    );
    full_subtractor fs4 (
        .a(operand_a[4]),
        .b(operand_b[4]),
        .bin(borrow[3]),
        .diff(result[4]),
        .bout(borrow_out)
    );
endmodule
module full_subtractor (
    input a,
    input b,
    input bin,
    output diff,
    output bout
);
    assign diff = a ^ b ^ bin;
    assign bout = (~a & b) | (b & bin) | (bin & ~a);
endmodule
module alu_top (
    input clk,
    input load_a,        
    input load_b,        
    input [4:0] data_in,  
    input [1:0] op_sel,  
    input enable_out,    
    output [9:0] result  
);
    wire [4:0] operand_a;
    wire [4:0] operand_b;
    wire [9:0] alu_result;
    register_input reg_a (
        .clk(clk),
        .data_in(data_in),
        .load(load_a),
        .reg_out(operand_a)
    );
    register_input reg_b (
        .clk(clk),
        .data_in(data_in),
        .load(load_b),
        .reg_out(operand_b)
    );
    alu alu_inst (
        .operand_a(operand_a),
        .operand_b(operand_b),
        .op_sel(op_sel),
        .alu_result(alu_result)
    );
    register_output reg_out (
        .clk(clk),
        .data_in(alu_result),  
        .enable(enable_out),
        .reg_out(result)
    );
endmodule
module alu (
    input [4:0] operand_a,
    input [4:0] operand_b,
    input [1:0] op_sel,
    output reg [9:0] alu_result
);
    wire [4:0] add_result;
    wire [4:0] sub_result;
    wire [9:0] mult_result;
    alu_add adder (
        .operand_a(operand_a),
        .operand_b(operand_b),
        .result(add_result)
    );
    alu_sub subtractor (
        .operand_a(operand_a),
        .operand_b(operand_b),
        .result(sub_result)
    );
    alu_mult multiplier (
        .operand_a(operand_a),
        .operand_b(operand_b),
        .result(mult_result)
    );
    always @(*) begin
        case (op_sel)
            2'b00: alu_result = {5'b0, add_result};  
            2'b01: alu_result = {5'b0, sub_result};  
            2'b10: alu_result = mult_result;         
            default: alu_result = 10'b0;             
        endcase
    end
endmodule
module register_input (
    input clk,
    input [4:0] data_in,
    input load,
    output reg [4:0] reg_out
);
    always @(posedge clk) begin
        if (load)
            reg_out <= data_in;
    end
endmodule
module register_output (
    input clk,
    input [4:0] data_in,
    input enable,
    output reg [4:0] reg_out
);
    always @(posedge clk) begin
        if (enable)
            reg_out <= data_in;
    end
endmodule
File: flow/run.sh
#!/bin/bash
# OpenROAD 26Q1-2900-gdf79404cd8, Yosys 0.63+post, stock flow scripts
make -C /OpenROAD-flow-scripts/flow DESIGN_CONFIG=/design/flow/config.mk WORK_HOME=/design/flow/orfs finish
File: flow/config.mk
export PLATFORM = sky130hd
export DESIGN_NAME = alu_top
export DESIGN_NICKNAME = alu_top
export VERILOG_FILES = /design/flow/design.v
export SDC_FILE = /design/flow/constraint.sdc
export NUM_CORES = 4
export LEC_CHECK = 1
export CORE_AREA = 10 10 97 97
export DIE_AREA = 0 0 107 107
File: flow/constraint.sdc
current_design alu_top

set clk_period 3.0
set clk_io_pct 0.2

create_clock -name clk0 -period $clk_period [get_ports {clk}]

set non_clock_inputs [all_inputs -no_clocks]
set_input_delay [expr $clk_period * $clk_io_pct] -clock clk0 $non_clock_inputs
set_output_delay [expr $clk_period * $clk_io_pct] -clock clk0 [all_outputs]
==> deck_impl_summary.md <==
Synthesis and Place & Route Summary

Drt
  • Wire per inst: ~10 µm
  • Total number of vias: around 680
  • # DRC: 0
  • Total routed wirelength: between 2 and 2.5 mm
  • Pre-antenna DRT Iters: 4
  • Via density per instance: between 3 and 4
  • Ant diodes: 0
  • Routed Antenna Nets: 0
  • Drt initial violations: 12

Timing
  • Setup TNS: -267.8 ps
  • RSZ-0062 raised after global routing: yes
  • Max Clock Freq: roughly 300 MHz
  • Final-report max-slew violation count: 0
  • Worst Slack Setup Final: -267.8 ps
  • Final Skew: slightly above 5 ps
  • Period utilization: 1.089
  • Setup violators final: 1
  • Final hold violation count: 0
  • Minimum clock period: ~3300 ps

Cells and area
  • Final Non-Filler Cells: 217
  • Final Instance Area: between 1500 and 2000 µm²
  • Layout cells sized above 1: 0.2288
  • Synth-to-layout area growth: 38.36%
  • Filler instances: a little over 800

Job
  • Max-cap check violation count: 0
  • Tally of OpenROAD warnings: 29

Floorplanning
  • I/O Pins: 21
  • Init Core Util: 0.1489
  • Width of the die: between 100 and 150 µm
  • Chip area: 11450 µm²
  • Rows: 31
  • Core area: ~7300 µm²
  • DIE HEIGHT: 107 µm

Min path
  • Class of the most critical hold timing path: flip-flop to flip-flop
  • Hold Path End: reg_out.reg_out[4]
  • WHS Path Cells: 3
  • Hold Startpoint: reg_b.reg_out[4]

CTS
  • H-tree levels: 1
  • CTS tree: yes
  • Max Root-Sink Buffers: 2
  • Clock-pin slew on the worst setup and hold paths: around 70 ps
  • TritonCTS Sinks: 15
  • Cts bufs inserted: 3
  • Insertion Delay late pin: 250 ps
  • Root buffer cell: clkbuf_8

Logic synthesis
  • Yosys stat cell total: roughly 90
  • Synth cell types: 22
  • Gate count of the mapped netlist: about 90
  • Yosys warning tally: 6
  • Sequential area share after synthesis: 0.4147
  • Flops after synth: 15
  • YS chip area: approximately 1100 µm²
  • Syn_area_per_cell: about 12 µm²
  • Synthesized area: 1086 µm²

Placement
  • DP Area: between 1000 and 1500 µm²
  • Dpl hpwl: roughly 1.8 mm
  • GPL Wtd Cong: just over 0.8
  • Port bufs: 15
  • Pre-CTS setup slack: -330.3 ps
  • # placed instances: between 200 and 250

Power and ir drop
  • Switching power: 186.5 µW
  • Combinational share of power: 0.348
  • Reg power frac: 0.399
  • Pwr Density: ~450 nW/µm²
  • Maximum vdd drop: 0.0001935 V
  • Internal: 483.2 µW
  • Clk pwr share: 0.253
  • LEAKAGE: 0.0006127 µW
  • Final Power: 669.7 µW
  • Sw Ratio: 0.2785

Global route
  • Total GRT Usage: 0.03944
  • First-pass GRT wire length: roughly 3.6 mm
  • Initial antenna violation count: 0
  • Total congestion overflow: 0
  • Largest net degree at the start of global routing: 11
  • Number of global-route vias before repair: between 700 and 800

Setup path
  • Worst reg2reg startpoint: reg_b.reg_out[0]
  • R2R Setup Slk: -270 ps
  • CP startpoint: reg_b.reg_out[0]
  • R2R depth: 15
  • Kind of critical path: flip-flop to flip-flop
  • Worst-path fanout max: 2
  • Req. time, crit path: 2990 ps
  • Nature of the critical path endpoint: flip-flop
  • Critical Path AT: ~3300 ps
  • Worst r2r dst: reg_out.reg_out[4]
  • CP startpoint kind: flip-flop

Status
  • Failing checks: negative setup slack
  • Status: finished, violations left
==> metal layers <==
layer / track usage / part of all wire / vias to the layer above
li1: - / - / 348
met1: 0.05867 / 0.56 / 310
met2: 0.05268 / 0.37 / 26
met3: 0.01880 / 0.077 / 0
met4: 0.002901 / 0 / 0
met5: 0 / 0 / -
==> cells in the mapped netlist <==
| cell type | instances | share of area |
|---|---|---|
| mux2i_1 | 4 | 0.037 |
| mux2_2 | 1 | 0.010 |
| ha_1 | 7 | 0.081 |
| conb_1 | 1 | 0.0035 |
| o211ai_1 | 1 | 0.0069 |
| nand2_1 | 9 | 0.031 |
| inv_1 | 13 | 0.045 |
| nor2_1 | 2 | 0.0069 |
| o21ai_0 | 1 | 0.0046 |
| a21o_1 | 1 | 0.0069 |
| a21oi_1 | 3 | 0.014 |
| buf_4 | 5 | 0.035 |
| xor2_1 | 3 | 0.024 |
| edfxtp_1 | 15 | 0.41 |
| o22ai_1 | 5 | 0.029 |
| nand2b_1 | 2 | 0.012 |
| xnor3_1 | 1 | 0.021 |
| fa_1 | 8 | 0.15 |
| and2_4 | 1 | 0.0081 |
| mux2_4 | 2 | 0.028 |
| clkbuf_1 | 1 | 0.0035 |
| xnor2_1 | 4 | 0.032 |
==> power groups by stage <==
stage                 combinational, µW  clock (µW)  sequential, µW
final                               233         169             267
after global routing                264         186             270
after CTS                           224         172             267
==> cell usage in the layout, fill, tap and decap left out <==
master,instances
a21oi_1,3
mux2_2,1
a21o_1,1
inv_1,11
xor2_1,3
nand2b_1,2
o211ai_1,1
buf_4,11
clkbuf_8,3
o22ai_1,5
clkinvlp_4,1
mux2_4,2
mux2i_1,2
and2_4,1
mux2i_2,2
nor2_1,2
xnor2_1,4
inv_2,2
ha_2,1
fa_1,8
xnor3_1,1
ha_1,4
clkdlybuf4s50_1,15
ha_4,2
nand2_2,1
edfxtp_1,15
nand2_1,8
conb_1,5
o21ai_0,1
==> through the flow <==
stage          hold slack (ps)  utilization
3_3_place_gp             817.2       0.1946
5_1_grt                  867.3       0.2061
4_1_cts                  839.4       0.2023
3_5_place_dp             818.9       0.1946
2_1_floorplan            698.9            -
6_report                 837.0       0.2061
==> area by class of cell <==
cell class	instances	area, µm²	share of cell area
flip-flops and latches	15	450.4	0.2998
repair buffers	26	232.7	0.1549
well taps	99	123.9	0.08243
multi-input cells	60	598.1	0.3980
clock buffers	3	41.29	0.02748
clock inverters	1	7.507	0.004996
inverters	13	48.80	0.03247
==> worst max-delay path by stage <==
| stage | end | slack [ps] | cells after the start |
|---|---|---|---|
| after CTS | reg_out.reg_out[4] | -320 | 15 |
| final | reg_out.reg_out[4] | -270 | 15 |
| after global routing | reg_out.reg_out[4] | -440 | 15 |
==> critical path: stages (launching register included) <==
cell,delay (ps)
edfxtp_1,410
nand2_2,90
inv_2,40
ha_4,150
inv_2,40
fa_1,410
mux2i_2,180
ha_2,210
fa_1,380
mux2_4,300
ha_4,160
xor2_1,130
nand2_1,60
xnor3_1,220
xnor2_1,140
o22ai_1,80
==> kinds of logic (layout without fill, tap and decap cells) <==
| family | Yosys count | after routing | synth area share |
|---|---|---|---|
| AND-OR/OR-AND | 11 | 11 | 0.06106 |
| XOR/XNOR | 8 | 8 | 0.07719 |
| adder cells (fa/ha/maj) | 15 | 15 | 0.2281 |
| buffers and inverters | 19 | 43 | 0.08295 |
| flip-flops | 15 | 15 | 0.4147 |
| multiplexers | 7 | 7 | 0.07489 |
| other | 1 | 5 | 0.003453 |
| AND/OR/NAND/NOR | 14 | 14 | 0.05760 |
==> repair_timing <==
action | CTS | global route
gates resized | 0 | 5
pin swaps | 2 | 2
setup buffers | 1 | 1
setup endpoints to repair | 2 | 2
gates cloned | 0 | 0
hold buffers | 0 | 0
==> registers in the layout, summed over array words and instances, names as in the netlist <==
name,count
reg_b.reg_out,5
reg_out.reg_out,5
reg_a.reg_out,5
Power figures rest on the tool's default switching activity, not on a simulated workload.
